$ cat flow/design.v
module mac16arr(ac_val,cout,a,b,clk,rst,en);
	output reg[15:0]ac_val;
	output cout;
	input [7:0]a,b;
   input clk,rst,en;
	wire [15:0]p,s;
   reg [15:0] pipo;
   reg [15:0] product;	
	array8 v1(p,a,b);
	rca16bit s1(s,cout,pipo,product,1'b0);
	always@(posedge clk)
    	   if(rst)
      	   ac_val= 16'h0000;
    	   else if(en)
        	 begin
        	 ac_val =s; 
        	end
   	always@(negedge clk)
    	 if(rst)
      	 product = 16'h0000;
     	else if(en)
       	begin
          	  product = p;
      	 end
  	  always@(posedge clk)
    	 if(rst)
     	  pipo = 16'h0000;
    	 else if(en)
     	  pipo = s;
endmodule
module array8(t,a,b);
input [7:0]a,b;
output [15:0]t;
wire [7:0]w,w1,w2,w3,w4,w5,w6;
wire ca1,ca2,c,ca3;
array4 x1(w[7:0],a[3:0],b[3:0]);
array4 x2(w1[7:0],a[3:0],b[7:4]);
array4 x3(w2[7:0],a[7:4],b[3:0]);
array4 x4(w3[7:0],a[7:4],b[7:4]);
assign t[3:0]=w[3:0];
rca8bit n1(w4[7:0],ca1,w1[7:0],w2[7:0],1'b0);
rca8bit n2(w5[7:0],ca2,{4'b0,w[7:4]},w4[7:0],1'b0);
assign t[7:4]=w5[3:0];
rca8bit n3(w6[7:0],ca3,w3[7:0],{3'b0,ca1,w5[7:4]},1'b0);
assign t[15:8]=w6[7:0];
endmodule
module array4(x,a,b);
input [3:0]a,b;
output [7:0]x;
wire [32:1]w;
and (x[0],a[0],b[0]);
and (w[1],a[1],b[0]);
and (w[2],a[0],b[1]);
hag h1(x[1],w[3],w[1],w[2]);
and (w[4],a[2],b[0]);
and (w[5],a[1],b[1]);
fag h2(w[6],w[9],w[5],w[4],w[3]);
and (w[7],a[0],b[2]);
hag h3(x[2],w[8],w[7],w[6]);
and (w[10],a[3],b[0]);
and (w[11],a[2],b[1]);
fag h4(w[12],w[15],w[11],w[10],w[9]);
and (w[18],a[1],b[2]);
fag h5(w[14],w[16],w[12],w[18],w[8]);
and (w[13],a[0],b[3]);
hag h6(x[3],w[17],w[14],w[13]);
and (w[23],a[3],b[1]);
hag h7(w[22],w[24],w[23],w[15]);
and (w[19],a[2],b[2]);
fag h8(w[21],w[26],w[22],w[19],w[16]);
and (w[20],a[1],b[3]);
fag h9(x[4],w[27],w[21],w[20],w[17]);
and (w[25],a[3],b[2]);
fag h10(w[29],w[32],w[24],w[25],w[26]);
and (w[28],a[2],b[3]);
fag h11(x[5],w[30],w[29],w[28],w[27]);
and (w[31],a[3],b[3]);
fag h12(x[6],x[7],w[32],w[31],w[30]);
endmodule
module hag(s,c,a,b);
input a,b;
output s,c;
xor a1(s,a,b);
and a2(c,a,b);
endmodule
module andg(output y,input a,b);
and a1(y,a,b);
endmodule
module fag(s,c,a,b,cin);
input a,b,cin;
output s,c;
wire [3:1]w;
xor x1(w[1],a,b);
and x2(w[2],a,b);
xor x3(s,w[1],cin);
and x4(w[3],cin,w[1]);
or x5(c,w[2],w[3]);
endmodule
module rca16bit(s,cout,a,b,cin);
input [15:0]a,b;
output [15:0]s;
input cin;
output cout;
wire cw;
rca8bit r0(s[7:0],cw,a[7:0],b[7:0],1'b0);
rca8bit r1(s[15:8],cout,a[15:8],b[15:8],cw);
endmodule
module rca8bit(s,cout,a,b,cin);
input [7:0]a,b;input cin;
output [7:0]s;
output cout;
wire [7:1]w;
fag x1(s[0],w[1],a[0],b[0],cin);
fag x2(s[1],w[2],a[1],b[1],w[1]);
fag x3(s[2],w[3],a[2],b[2],w[2]);
fag x4(s[3],w[4],a[3],b[3],w[3]);
fag x5(s[4],w[5],a[4],b[4],w[4]);
fag x6(s[5],w[6],a[5],b[5],w[5]);
fag x7(s[6],w[7],a[6],b[6],w[6]);
fag x8(s[7],cout,a[7],b[7],w[7]);
endmodule
$ cat flow/run.sh
#!/bin/bash
# OpenROAD 26Q1-2900-gdf79404cd8, Yosys 0.63+post, stock flow scripts
make -C /OpenROAD-flow-scripts/flow DESIGN_CONFIG=/design/flow/config.mk WORK_HOME=/design/flow/orfs finish
$ cat flow/config.mk
export PLATFORM = sky130hd
export DESIGN_NAME = mac16arr
export DESIGN_NICKNAME = mac16arr
export VERILOG_FILES = /design/flow/design.v
export SDC_FILE = /design/flow/constraint.sdc
export NUM_CORES = 4
export LEC_CHECK = 1
export CORE_UTILIZATION = 50
$ cat flow/constraint.sdc
current_design mac16arr

set clk_period 9.7
set clk_io_pct 0.2

create_clock -name clk0 -period $clk_period [get_ports {clk}]

set non_clock_inputs [all_inputs -no_clocks]
set_input_delay [expr $clk_period * $clk_io_pct] -clock clk0 $non_clock_inputs
set_output_delay [expr $clk_period * $clk_io_pct] -clock clk0 [all_outputs]
==> ci_impl_report.md <==
## Implementation flow summary

| Metric | Value |
|---|---|
| Status | finished, violations left |
| Failing checks | negative setup slack |
| Synth Register Bits | 32 |
| Fp util | between 50% and 60% |
| Total number of vias | 2209 |
| Leak Pwr | about 2.1 nW |
| Initial DRT Pass Iterations | 4 |
| Gr usage total | a little under a fifth |
| Total power | between 0.0007 and 0.0008 W |
| Worst Path Max Fanout | 3 |
| Crit path capture type | flip-flop |
| Slew Limit Fails | 0 |
| Post-synthesis cell area | about 3500 µm² |
| WS Path Type | primary input to flip-flop |
| Distinct lib cells | 21 |
| Clock latency (worst-skew pair) | between 0.3 and 0.4 ns |
| CTS tree | done |
| Die Y | 85.09 µm |
| Tool Warnings | between 40 and 50 |
| IO Pins | 36 |
| First-pass GRT wire length | 10220 µm |
| Post-route DRC violation count | 0 |
| Relative slew slack | 67.96% |
| Worst hold path class | flip-flop to flip-flop |
| Iteration-0 DRC count of the detailed router | 67 |
| Most numerous cell in the Yosys netlist | inv_1 |
| Hold Startpoint | product[15] |
| Die area | 7240 µm² |
| Top area contributor share | between 30% and 40% |
| Final WS setup | -3.223 ns |
| Synth Flop Type | dfxtp_1 |
| Finished Layout Cells | ~470 |
| Initial antenna violation count | 0 |
| VDD IR-drop max | ~110 µV |
| Yosys Chip Area | 3452 µm² |
| Clk buf depth | 2 |
| RD Place Congestion | between 0.8 and 0.9 |
| Area after DPL | between 4000 and 5000 µm² |
| Setup slack, reg-to-reg | -1.23 ns |
| Layout cells sized above 1 | between 20% and 30% |
| Asr flop ratio synth | 0% |
| Num CTS Buffers | 5 |
| Pin count of the biggest net entering global routing | 28 |
| Vias in the first global route | 2267 |
| RSZ-0062 raised after global routing | yes |
| Yosys stat cell total | approximately 340 |
| Design area | about 4200 µm² |
| Synth area leader | fa_1 |
| # Max-Cap Violations | 0 |
| Global route overflow | 0 |
| Top cells by area | fa_1, dfxtp_1, ha_1 |
| Die width | between 80 and 90 µm |
| Post-CTS Hold Fix Bufs | 0 |
| Critical path origin | b[1] |
| Num Clock Sinks | 32 |
| Startpoint Class | primary input |
| Syn avg cell area | just over 10 µm² |
| Via density | 4.690 |
| Clock Pin Slew Worst Setup and Hold Paths | 0.04 ns |
| Critical Path RT | between 5 and 6 ns |
| Critical Path AT | approximately 8.3 ns |
| Port Buffers | 35 |
| Routed WL | between 5000 and 6000 µm |
| Fin Clk Skew | ~0.076 ns |
| Root Buffer | clkbuf_8 |
| Synth-to-layout area growth | 22.54% |
| Num rows | 29 |
| Post-DRT Antenna Nets | 0 |
| Most instantiated cells after synthesis | inv_1, fa_1, and2_1 |
| Cells after DPL | ~450 |
| Power per cell area | 168.5 nW/µm² |
| Register area share after synthesis | between 10% and 20% |
| Hold slack final | approximately 0.5 ns |
| Measured slew at the worst slew-check pin | about 0.48 ns |
| Diode count | 0 |
| Worst r2r src | product[0] |
| Number of fill cells | 549 |
| Number of standard cells after synthesis | around 340 |
| Post-DP HPWL | about 4800 µm |
| Hold Vio Cnt, Final | 0 |
| Core ar. | 6495 µm² |
| H-tree Lvls | 2 |
| Finish-stage setup viols | 16 |
| EDFF count, synth | 0 |
| Synth warn | 1 |
| WL/cell | roughly 12 µm |
layout make-up:
| type | instances | area, µm² | share of cell area, % |
|---|---|---|---|
| multi-input combinational | 217 | 2565 | 60.63 |
| inverter | 64 | 240.2 | 5.679 |
| clock inverter | 18 | 77.57 | 1.834 |
| sequential | 32 | 641.9 | 15.17 |
| clock buffer | 6 | 93.84 | 2.218 |
| tap | 77 | 96.34 | 2.277 |
| timing repair buffer | 57 | 515.5 | 12.19 |
layout by cell type (no fill, tap or decap), types with 9 or more instances in the layout:
cell,count
and2_1,42
buf_4,22
clkdlybuf4s50_1,24
dfxtp_1,31
fa_1,28
fa_2,33
ha_1,15
ha_4,9
inv_1,73
mux2i_1,29
nand2_1,17
nor2_1,30
worst max-delay path, cell delays in order:
cell and delay [ns]:
buf_6 0.07, and2_4 0.14, ha_4 0.12, fa_2 0.18, inv_2 0.03, fa_1 0.48, inv_2 0.04, fa_2 0.33
fa_2 0.36, inv_2 0.06, fa_1 0.42, inv_2 0.07, fa_2 0.43, fa_2 0.36, fa_2 0.39, fa_2 0.36
ha_4 0.23, ha_4 0.15, fa_2 0.36, fa_2 0.38, fa_2 0.40, fa_2 0.38, ha_4 0.17, ha_4 0.15
xnor2_1 0.11, a22o_1 0.20
cells by family (layout without fill, tap and decap cells):
| family | after synthesis | after routing | synth area share [%] |
|---|---|---|---|
| compound gates | 3 | 3 | 0.8699 |
| buf+inv | 89 | 145 | 13.16 |
| mux | 29 | 29 | 8.409 |
| fa+ha+maj | 86 | 86 | 44.44 |
| flops | 32 | 32 | 18.56 |
| simple gates | 97 | 97 | 14.06 |
| xor+xnor | 2 | 2 | 0.5075 |
routing by layer:
metal	wire length [µm]	GRT usage (%)
met3	172	2.567
met5	0	0
met4	0	1.541
met1	2739	33.50
met2	2712	28.01
final timing paths:
kind,end,depth (start not counted)
worst min register to register,product[15],1
worst max register to register,ac_val[15],18
worst min-delay path,product[15],1
worst max-delay path,product[15],26
metrics by stage:
step / TNS [ns] / setup slack [ns] / utilization (%)
global placement: -37.11 / -4.054 / 61.82
finish: -27.88 / -3.223 / 65.13
floorplan: -28.53 / -3.424 / -
global route: -30.13 / -3.386 / 65.13
detailed placement: -37.49 / -4.087 / 61.82
CTS: -29.34 / -3.293 / 64.86
sequential cells by signal (all words and copies together), names as in the netlist:
register and cells:
product 16, ac_val 16
power breakdown:
group	internal, W	switching, W
Sequential	0.000163	0.0000289
Clock	0.0000761	0.0000704
Combinational	0.000201	0.000173
what timing repair did:
item | CTS | global route
pin swaps | 26 | 23
gates resized | 33 | 12
endpoints found under the setup margin | 17 | 16
buffers inserted | 1 | 0
No activity file was given, so power comes from the tool's default toggle rates.
